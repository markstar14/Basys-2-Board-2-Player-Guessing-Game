File: flow/design.v
`timescale 1ns / 1ps
module numberGame(p11, l3, k3, b4, m5, m11, e2, p7, p4, p6, g3, n5, f3, n4, n3, g1, btn, a,b, c, d, e, f, g, dp, display, clk);
	input p11, l3, k3, b4, g3, f3, n3, e2, clk;
	input [3:0] btn;
	output m5, m11, p7, p6, n5, n4, g1, p4, a, b, c, d, e, f, g, dp;
	output [3:0]display;
	reg  m5, m11, p7, p6, n5, n4, g1, p4, win;
	reg a, b, c, d, e, f, g,   slow_clock, check;
	reg [4:0] number, number1, number2, number3, number4, lastnumber;
	reg [31:0] player1num, player2num; 
	integer  ledcount, count, attempts = 0;
	integer change;
	reg [1:0] switched = 'b00;
	reg[3:0] display ;
	assign dp=1;
	always @ (posedge clk)
		create_slow_clock(clk, slow_clock);
	always @ (posedge f3)
		begin
			change <= 1;
		end	
	always @ (posedge slow_clock)	
	begin
	if(win == 0)
		begin
	m5=p11;
	m11=l3;
	p7=k3;
	p6=b4;
	n5=g3;
	n4=f3;
	g1=n3;
	p4=e2;	
				end 
					else
						begin
						ledcount=ledcount + 1;
						if(ledcount == 114)
							begin
								m5=~m5;
								m11=~m11;
								p7=~p7;
								p6=~p6;
								n5=~n5;
								n4=~n4;
								g1=~g1;
								p4=~p4;
								ledcount=0;
							end
						end
	if ((~f3) & (win == 1))
		begin
			number1 = 0;
			number2 = 0;
			number3 = 0;
			number4 = 0;
			win = 0;
			switched = 0;
			attempts = 0;
		end
		if((number1 | number2 | number3 | number4) == 0)
			begin
						number1=2;
						number2=0;
						number3=18;
						number4=17;
					win=0;
			end
		if(f3 & (switched == 0))
			begin
			switched = 'b01;
			end
		if ((change == 1) & (switched == 'd1))
			begin
				switched = 'b10;
				number1 = 3;
				number2 = 0;
				number3 = 18;
				number4 = 17;
			end
			number[0]=p11;
			number[1]=l3;
			number[2]=k3;
			number[3]=b4;
			number[4]=0;
			if( btn > 0)
					begin
					if(f3)
						begin
							number1=number1 - 'b1;
							number2=number2 - 'b1;
							number3=number3 - 'b1;
							number4=number4 - 'b1;
							player2num[0]=number1[0];
							player2num[1]=number1[1];
							player2num[2]=number1[2];
							player2num[3]=number1[3];
							player2num[4]=number2[0];
							player2num[5]=number2[1];
							player2num[6]=number2[2];
							player2num[7]=number2[3];
							player2num[8]=number3[0];
							player2num[9]=number3[1];
							player2num[10]=number3[2];
							player2num[11]=number3[3];
							player2num[12]=number4[0];
							player2num[13]=number4[1];
							player2num[14]=number4[2];
							player2num[15]=number4[3];
							number1=number1 + 'b1;
							number2=number2 + 'b1;
							number3=number3 + 'b1;
							number4=number4 + 'b1;
						end
					else
						begin
							number1=number1 - 'b1;
							number2=number2 - 'b1;
							number3=number3 - 'b1;
							number4=number4 - 'b1;
							player1num[0]=number1[0];
							player1num[1]=number1[1];
							player1num[2]=number1[2];
							player1num[3]=number1[3];
							player1num[4]=number2[0];
							player1num[5]=number2[1];
							player1num[6]=number2[2];
							player1num[7]=number2[3];
							player1num[8]=number3[0];
							player1num[9]=number3[1];
							player1num[10]=number3[2];
							player1num[11]=number3[3];
							player1num[12]=number4[0];
							player1num[13]=number4[1];
							player1num[14]=number4[2];
							player1num[15]=number4[3];
							number1=number1 + 'b1;
							number2=number2 + 'b1;
							number3=number3 + 'b1;
							number4=number4 + 'b1;
						end
					number=number + 'b1;
					case (btn)
						1:	begin
								number1=number;
							end
						2:	begin
								number2=number;
							end
						4:	begin
								number3=number;
							end
						default: 	number4=number;
					endcase
					end
		if(g3)
			check = 1;
		if((check == 1) & (~g3))
			begin
			attempts = attempts + 1;
			check=0;
			if (player1num == player2num)	
				begin
					number1[0]=attempts[0];
					number1[1]=attempts[1];
					number1[2]=attempts[2];
					number1[3]=attempts[3];
					number1[4]=0;
					number2[0]=attempts[4];
					number2[1]=attempts[5];
					number2[2]=attempts[6];
					number2[3]=attempts[7];
					number2[4]=0;
					number3[0]=attempts[8];
					number3[1]=attempts[9];
					number3[2]=attempts[10];
					number3[3]=attempts[11];
					number3[4]=0;
					number4[0]=attempts[12];
					number4[1]=attempts[13];
					number4[2]=attempts[14];
					number4[3]=attempts[15];
					number4[4]=0;
					number1 = number1 + 1;
					number2 = number2 + 1;
					number3 = number3 + 1;
					number4 = number4 + 1;
					win=1;
					m5=0;
					m11=0;
					p7=0;
					p6=0;
					n5=0;
					n4=0;
					g1=0;
					p4=0;
				end
			if (player1num < player2num)
				begin
					number4=3;
					number3=0;
					number2=19;
					number1=2;
				end
			if (player1num > player2num)
				begin
					number4=3;
					number3=0;
					number2=18;
					number1=1;
				end
			end
					count=count + 1;
					case (count)
					'd1: begin
						number=number2;
						lastnumber=number2;
						display=13;
					end
					'd2: begin
						number=number3;
						lastnumber=number3;
						display=11;
					end
					'd3: begin
						number=number4;
						lastnumber=number4;
						display=7;
					end
					'd4: begin
						number=number1;
						lastnumber=number1;
						display=14;
						count=0;
					end
					default:
						begin
						count=count + 0;
						number=lastnumber;
						end
						endcase
							case (number)
							0: begin  
								 a=1;  b=1;  c=1;  d=1;  e=1;  f=1;  g=1;
							end
							1: begin  
								 a=0;  b=0;  c=0;  d=0;  e=0;  f=0;  g=1; 
							end
							2: begin  
								 a=1;  b=0;  c=0;  d=1;  e=1;  f=1;  g=1; 
							end	
							3: begin  
								 a=0;  b=0;  c=1;  d=0;  e=0;  f=1;  g=0; 
							end
							4: begin  
								 a=0;  b=0;  c=0;  d=0;  e=1;  f=1;  g=0; 
							end
							5: begin  
								 a=1;  b=0;  c=0;  d=1;  e=1;  f=0;  g=0; 
							end
							6: begin  
								 a=0;  b=1;  c=0;  d=0;  e=1;  f=0;  g=0; 
							end
							7: begin  
								 a=0;  b=1;  c=0;  d=0;  e=0;  f=0;  g=0; 
							end
							8: begin  
								 a=0;  b=0;  c=0;  d=1;  e=1;  f=1;  g=1; 
							end
							9: begin  
								 a=0;  b=0;  c=0;  d=0;  e=0;  f=0;  g=0; 
							end
							10: begin  
								 a=0;  b=0;  c=0;  d=1;  e=1;  f=0;  g=0; 
							end
							11: begin  
								 a=0;  b=0;  c=0;  d=1;  e=0;  f=0;  g=0; 
							end
							12: begin  
								 a=1;  b=1;  c=0;  d=0;  e=0;  f=0;  g=0; 
							end
							13: begin  
								 a=0;  b=1;  c=1;  d=0;  e=0;  f=0;  g=1; 
							end
							14: begin  
								 a=1;  b=0;  c=0;  d=0;  e=0;  f=1;  g=0; 
							end
							15: begin  
								 a=0;  b=1;  c=1;  d=0;  e=0;  f=0;  g=0; 
							end
							16: begin  
								 a=0;  b=1;  c=1;  d=1;  e=0;  f=0;  g=0; 
							end
							17: begin  
								 a=0;  b=0;  c=1;  d=1;  e=0;  f=0;  g=0;
							end
							18: begin  
								 a=1;  b=1;  c=1;  d=0;  e=0;  f=0;  g=1;
							end
							19: begin  
								 a=1;  b=0;  c=0;  d=1;  e=0;  f=0;  g=0;
							end
							default: begin  
								 a=1;  b=1;  c=1;  d=1;  e=1;  f=1;  g=0;
							end
						endcase
	end	
task create_slow_clock;
	 input clk;
	 inout sclk;
	 integer count;
	 begin
		 if (count > 140000)
			 begin
				count=0;
				sclk = ~sclk;
			 end
		 count = count+1;
	 end
 endtask 
endmodule
File: flow/run.sh
#!/bin/bash
# OpenROAD 26Q1-2900-gdf79404cd8, Yosys 0.63+post, stock flow scripts
make -C /OpenROAD-flow-scripts/flow DESIGN_CONFIG=/design/flow/config.mk WORK_HOME=/design/flow/orfs finish
File: flow/config.mk
export PLATFORM = sky130hd
export DESIGN_NAME = numberGame
export DESIGN_NICKNAME = numberGame
export VERILOG_FILES = /design/flow/design.v
export SDC_FILE = /design/flow/constraint.sdc
export NUM_CORES = 4
export LEC_CHECK = 1
export CORE_UTILIZATION = 30
File: flow/constraint.sdc
current_design numberGame

set clk_period 3.2
set clk_io_pct 0.2

create_clock -name clk0 -period $clk_period [get_ports {clk}]
create_clock -name clk1 -period $clk_period [get_ports {f3}]

set non_clock_inputs [all_inputs -no_clocks]
set_input_delay [expr $clk_period * $clk_io_pct] -clock clk0 $non_clock_inputs
set_output_delay [expr $clk_period * $clk_io_pct] -clock clk0 [all_outputs]
==> summary.txt <==
Diodes inserted: 0
Leak: 0.00513 µW
Initial antenna violation count: 0
Final instance area: 12,000 µm²
Slew headroom: 13.8%
Final setup vio count: 0
Maximum vdd drop: 0.000499 V
Post-CTS Resized: 0
Endpoints left unconstrained: 103
Register pins left without a clock: 79
Pre-Place Util: 31.1%
Most common cell after layout, fill and taps aside: clkbuf_16
Post-CTS Hold Fix Bufs: 0
Hold depth: 2
Placed cell area: 5460 µm²
Status: finished clean
CP Class: flop to flop
CP max stage delay: 0.61 ns
Yosys simple share: 27.4%
Hold crit path type: flop to flop
Hold path startpoint: slow_clock$_DFF_P_
Adder-cell share of the synthesized area: 4.44%
Mux frac, synth: 1.87%
Crit. End Element: flop
Drt first pass iters: 22
Hpwl dp: 8850 µm
Setup TNS: 0 ns
Worst reg2reg path endpoint: slow_clock$_DFF_P_
Syn Area/Cell: 8.30 µm²
Switching share of power: 32.3%
TritonCTS clock tree: done
Hold EP: slow_clock$_DFF_P_
Count of tool warnings: 194
Number of enable flip-flop cells: 5
Routability cong.: 0.854
Filler cells: 678
Logic pwr share: 1.1%
Die H: 131 µm
Yosys xor share: 7.86%
Post-synthesis async set-or-reset flop share: 0%
Worst setup SP type: flop
1st-iter DRT viols: 2,296
Req. time, crit path: 3.01 ns
Synthesized registers: 80
Core area: 16,100 µm²
Clk pwr share: 98.3%
Largest net degree at the start of global routing: 81
Avg WL per Cell: 30.8 µm
WL final: 35,200 µm
First-pass GRT wire length: 53,000 µm
Crit path max fanout: 80
Clock transition at the registers of the reported paths: 0 ns
DR vias/cell: 7.03
YS warnings: 65
Flop-to-flop setup slack: 1.85 ns
Die Wd: 131 µm
Yosys stat area: 5010 µm²
Worst EP arrival: 1.16 ns
Top cells excl fill/tap: clkbuf_16, dfxtp_1, nand2_1
Flop pwr share: 0.5%
Synthesized area: 5010 µm²
Count of final hold-check violations: 0
Reg2reg start: slow_clock$_DFF_P_
Top non-seq family: simple AND/OR/NAND/NOR gates
Antenna-violating nets left: 0
IO Count: 33
Ys cells: 604
All-Layer GR Usage: 45.4%
Crit path cell chain: buf_4 > inv_1
Vias in the first global route: 9,301
PortBufs: 30
Seq share, synth: 32.9%
Share of layout cells above drive strength 1: 31.1%
NetSw: 2310 µW
RSZ-0062 raised after global routing: no
Dominant flop cell: dfxtp_1
Clock skew: 0 ns
Internal power: 4840 µW
Row count: 46
Die area: 17,200 µm²
Yosys aoi share: 20.8%
P per Cell Area: 594 nW/µm²
Vias post-DR: 8,046
Max Cap Viol: 0
Total congestion overflow: 0
Slew @ Worst Pin: 1.28 ns
Area Overhead vs Synth: 140%
Worst path slowest cell: buf_4
Slew Limit Fails: 0
Library cells used by synthesis: 82
FF-to-FF path depth: 2
Mapped Cells: 604
Postcts setup bufs: 0
DRC: 0
[metrics by stage]
step	power [µW]	setup slack, ns	hold slack (ns)	utilization (%)	std cells
floorplan	969	1.73	0.929	-	604
global placement	934	2.11	0.787	33.9	822
detailed placement	934	2.09	0.793	33.9	822
CTS	7210	1.88	0.941	74.6	1144
global route	7350	1.81	0.977	74.6	1144
finish	7150	1.85	0.952	74.6	1144
[logic make-up (layout without fill, tap and decap cells)]
| group | count (synthesis) | in the layout |
|---|---|---|
| XOR/XNOR | 45 | 45 |
| flip-flops | 80 | 80 |
| AND/OR/NAND/NOR | 252 | 252 |
| buffers and inverters | 51 | 375 |
| AND-OR/OR-AND | 148 | 148 |
| other | 1 | 1 |
| multiplexers | 9 | 9 |
| adder cells (fa/ha/maj) | 18 | 18 |
[cell type report]
cell class	instances	area, µm²	area share (%)
flip-flops and latches	80	1650	13.7
clock buffers	291	6330	52.6
multi-input cells	473	3130	26.0
clock inverters	40	275	2.29
well taps	216	270	2.25
inverters	10	37.5	0.312
repair buffers	34	330	2.75
[routing by layer]
| metal | up-vias | track usage (%) | wire, µm |
|---|---|---|---|
| met2 | 1101 | 42.6 | 12800 |
| met1 | 3666 | 43.9 | 12600 |
| li1 | 2838 | - | - |
| met3 | 423 | 53.6 | 6350 |
| met4 | 18 | 46.8 | 3280 |
| met5 | - | 20.8 | 253 |
[how the worst max path moves through the flow]
stage | startpoint | endpoint | slack [ns] | cells after the start
finish | slow_clock$_DFF_P_ | slow_clock$_DFF_P_ | 1.85 | 2
global route | slow_clock$_DFF_P_ | slow_clock$_DFF_P_ | 1.81 | 2
CTS | slow_clock$_DFF_P_ | slow_clock$_DFF_P_ | 1.88 | 2
[power by group through the flow]
stage / sequential [µW] / clock (µW) / combinational (µW)
global route: 38.7 / 7230 / 82.1
finish: 38.7 / 7030 / 81.1
CTS: 38.7 / 7100 / 71.7
[critical path, delay by kind of cell, from the launching register on]
| kind | cells | cell delay [ns] |
|---|---|---|
| buffers and inverters | 2 | 0.83 |
| flip-flops | 1 | 0.32 |
[cell usage after synthesis (all sizes together) (6+ instances only)]
| library cell | count | area (µm²) |
|---|---|---|
| or3 | 9 | 56.3 |
| nand4 | 14 | 93.8 |
| and2 | 12 | 75.1 |
| a31oi | 9 | 56.3 |
| o21ai | 29 | 145 |
| o211ai | 6 | 45.0 |
| nor2 | 45 | 176 |
| nor4 | 14 | 106 |
| xor2 | 20 | 175 |
| and3 | 7 | 43.8 |
| nand3b | 6 | 45.0 |
| ha | 17 | 213 |
| or4 | 8 | 60.1 |
| clkbuf | 20 | 75.1 |
| inv | 19 | 71.3 |
| nand2 | 51 | 191 |
| buf | 12 | 85.1 |
| dfxtp | 75 | 1500 |
| mux2i | 6 | 60.1 |
| nor3 | 22 | 115 |
| nand3 | 28 | 140 |
| and4 | 6 | 52.6 |
| a211oi | 8 | 65.1 |
| a21oi | 33 | 169 |
| xnor2 | 25 | 219 |
| nand2b | 11 | 68.8 |
[state kept, by name, summed over array words and instances, names as in the netlist, 2 cells and up, named ones only]
name        cells
count          32
number1         5
number4         5
switched        2
number3         5
lastnumber      4
display         4
number2         5
Power figures rest on the tool's default switching activity, not on a simulated workload.
